==> constraint.sdc <==
current_design mod10_count

set clk_period 1.0
set clk_io_pct 0.2

create_clock -name clk0 -period $clk_period [get_ports {clk}]

set non_clock_inputs [all_inputs -no_clocks]
set_input_delay [expr $clk_period * $clk_io_pct] -clock clk0 $non_clock_inputs
set_output_delay [expr $clk_period * $clk_io_pct] -clock clk0 [all_outputs]
==> config.mk <==
export PLATFORM = sky130hd
export DESIGN_NAME = mod10_count
export DESIGN_NICKNAME = mod10_count
export VERILOG_FILES = /design/flow/design.v
export SDC_FILE = /design/flow/constraint.sdc
export NUM_CORES = 4
export LEC_CHECK = 1
export CORE_AREA = 10 10 70 70
export DIE_AREA = 0 0 80 80
==> design.v <==
module mod10_count ( input clk,
                       input rstn,
                       output reg[3:0] out);
  always @ (posedge clk)
  begin
    if (!rstn)
    begin
      out <= 0;
    end
    else
    begin
      if (out == 10)
        out <= 0;
      else
        out <= out + 1;
    end
  end
endmodule
==> run.sh <==
#!/bin/bash
# OpenROAD 26Q1-2900-gdf79404cd8, Yosys 0.63+post, stock flow scripts
make -C /OpenROAD-flow-scripts/flow DESIGN_CONFIG=/design/flow/config.mk WORK_HOME=/design/flow/orfs finish
==> writeup.txt <==
The flow ran to the end, but the final reports show violations. The final reports fail on setup timing. The share of synthesized cell area in and-or and or-and compound cells was 0.114.

More flip-flops sit in one register than any other, and that register is out. The routability-driven placement congestion ratio is 0.686, and the period utilization is 1.08. The register with the most flip-flops in the layout has 4 of them. The multiplexer share of the synthesized area is 0. Setup repair after global routing could not meet its margin everywhere. The final report gives the standard cell area, fillers excluded, as 418 µm².

Across all stage logs, warnings added up to 28. The final antenna diode count came out at 0. For this design the top-level I/O count stands at 6. Transition time of the tightest slew-check pin: 153 ps. The highest fanout seen on the critical path is 3.

The script extracted a total leakage power of 0.160 nW. The cell taking the most area after synthesis was dfxtp_1. By startpoint and endpoint, the worst setup path is classified as reg2reg. The run gives -80 ps for the worst setup slack for register-to-register paths. The initial antenna violation count is 0, and the highest ir drop seen on vdd is 0.603 mV.

Entering global routing, the biggest net connects 6 pins. For the worst setup skew after layout, the log shows 0.964 ps. TritonCTS built the clock tree. The tools report the first-pass iteration count of the detailed router as 2.

For the clock insertion delay at the later pin of the skew report, the log shows 240 ps. The run gives 0.0211 for the overall routing resource usage. The worst register-to-register path depth is 6. The gate count after technology mapping is 19.

The simple-gate share of the synthesized area came out at 0.264. STA classifies the critical path endpoint as a flop. The tools report the final worst-path setup slack as -75.4 ps.

The total overflow reported by the global router came out at 0. The number of buffers between clock root and the deepest sink came out at 2. The post-synthesis chip area from yosys is 175 µm². The endpoint identified for the worst register-to-register timing path is out[3].

The number of buffer cells added on primary ports came out at 5. The core region is 3420 µm². The startpoint identified for the worst hold timing path is rstn. The number of clock buffers inserted by TritonCTS came out at 3. The sequential area share after synthesis was 0.457; the minimum clock period was 1080 ps.

The max-cap check violation count came out at 0. The post-synthesis cell count from yosys was 19. Looking at the hold checks, the worst path lands on out[3].

The startpoint kind of the worst setup timing path was a flop. The routed layout reports a DRC error count of 0. Yosys reported a register bit count of 4.

For the worst path arrival time, the log shows 1210 ps. Setup slack on the worst path after placement came out at -75.3 ps. The tools report the buffer type at the clock tree root as clkbuf_4. The instance count after placement with tap cells included came out at 74. Clock share of power: 0.413.

The finished layout holds 80 standard cells, fillers aside. The run gives 0.647 for the share of final-layout standard cells stronger than drive strength 1. Per the run report, area growth between synthesis and finish was 139%.

Per the post-route antenna check, the number of violating nets is 0. Per the detail_route report, routed wire per instance is 7.89 µm. After floorplanning, the core was divided into 21 placement rows. Switching component of the power: 0.118 mW.

Measured along the x axis, the die boundary spans 80 µm. With the initial standard-cell utilization of the core at 0.0513, the critical path data required time is 1130 ps. By instance count after routing, the leading logic cell types are dfxtp_2, buf_6, nor2_1, clkbuf_4, buf_4. Per the timing report, the achievable frequency comes out to 930 MHz. After synthesis, the largest family of logic cells by area is simple AND/OR/NAND/NOR gates. The count of routing violations after the opening detailed-route iteration is 1, and the fraction of synthesized cell area in xor and xnor cells is 0.

The area share of the largest cell type after synthesis works out to 0.457. The number of warning messages in the yosys log came out at 1. The detailed router placed 191 vias in this run.

The share of total power consumed by net switching was 0.240. The count of final hold-check violations was 0. The registers reported with the highest flop counts are out x4.

The distinct cell type count of the synthesized netlist is 12, and the clock transition at the registers of the reported paths is 40 ps. By area the synthesized netlist is led by dfxtp_1, ha_1, nand2b_1. The run gives 0.364 for the portion of total power attributed to sequential cells. The number of slew-limit violations in the final report is 0. The most critical hold endpoint after final layout shows a slack of 598 ps.

In this run the cell area measured after placement is 313 µm². The tools report the via count of the first global-routing pass as 216. The tools report the post-layout utilization of the core as 0.122. Counting every sink on the clock net gives 4. The run gives 6400 µm² for the full die area.

Per the detail_route report, vias per standard cell equal 2.39. The logs give 0.223 for the combinational share of power and 0.375 mW for the internal power contribution. The cell area that synthesis handed to floorplanning was 175 µm². The vertical die dimension reported for this design is 80 µm.

The final HPWL from detailed placement is 417 µm, and the power per standard cell area is 1180 nW/µm². The worst hold path belongs to the class in2reg. Mean cell area of the mapped netlist: 9.22 µm². The worst reg2reg path startpoint was out[0].

The H-tree depth reported by CTS is 1. The share of synthesized cell area in full adder, half adder and majority cells is 0.143, and the count of final setup violators is 2. Per the detailed-route log, wirelength across all metal layers totals 631 µm.

The tools report the first-pass GRT wire length as 1.00 mm. The layout has 400 filler cells. According to the timing report, the critical path is launched from out[0]. With the worst hold path cell count at 2, the number of buffers added to fix hold violations after cts is 0. The relative max-transition margin came out at 0.898.
## through the flow
stage	total power [mW]	TNS (ps)
floorplan	0.198	0
global placement	0.239	-67.2
detailed placement	0.243	-292
CTS	0.483	-96.8
global route	0.533	-251
finish	0.493	-91.8
## routing by layer
metal / GRT usage / wire length, µm / up-vias
li1: - / - / 93
met2: 0.0257 / 227 / 9
met5: 0 / 0 / -
met3: 0.0182 / 64 / 5
met1: 0.0266 / 322 / 84
met4: 0.00528 / 17 / 0
## worst max-delay path by stage
stage | endpoint | cells after the start
after CTS | out[3] | 6
after global routing | out[3] | 6
final | out[3] | 6
## logic make-up (layout without fill, tap and decap cells)
group           Yosys count  count (layout)
fa+ha+maj                 2               2
flops                     4               4
compound gates            3               3
buf+inv                   1              16
simple gates              9               9
## power by group through the flow
stage     logic [mW]  registers, mW  clock network [mW]
5_1_grt        0.120          0.181               0.232
4_1_cts       0.0974          0.179               0.206
6_report       0.110          0.179               0.204
## cells in the mapped netlist
cell type	instances
dfxtp_1	4
nor2_1	3
ha_1	2
nand2b_1	2
a21boi_0	1
and3_1	1
inv_1	1
nand2_1	1
nand3_1	1
nand3b_1	1
o21a_1	1
o21ai_0	1
## critical path: stages (launching register included)
cell and delay (ps):
dfxtp_2 310, buf_6 120, inv_4 50, ha_4 120, nand2b_1 60, and3_1 140, o21a_1 160
## final cells by class
type                    instances  area, µm²  area share
clock buffers                   3       22.5      0.0539
well taps                      46       57.6       0.138
flip-flops and latches          4       85.1       0.204
multi-input cells              14        135       0.323
inverters                       1       6.26      0.0150
repair buffers                 12        111       0.266
## what timing repair did
action,CTS,global route
gates resized,23,5
pin swaps,5,5
setup buffers,2,1
setup endpoints to repair,8,8
No activity file was given, so power comes from the tool's default toggle rates.
