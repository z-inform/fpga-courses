===== /design/flow/design.v =====
module decod4x16 ( input en, input [3:0] in, output reg [15:0] out);
	always @ (en or in) begin
		out = en ? 1 << in: 0;
	end
endmodule

===== /design/flow/run.sh =====
#!/bin/bash
# OpenROAD 26Q1-2900-gdf79404cd8, Yosys 0.63+post, stock flow scripts
make -C /OpenROAD-flow-scripts/flow DESIGN_CONFIG=/design/flow/config.mk WORK_HOME=/design/flow/orfs finish

===== /design/flow/config.mk =====
export PLATFORM = sky130hd
export DESIGN_NAME = decod4x16
export DESIGN_NICKNAME = decod4x16
export VERILOG_FILES = /design/flow/design.v
export SDC_FILE = /design/flow/constraint.sdc
export NUM_CORES = 4
export LEC_CHECK = 1
export CORE_AREA = 10 10 70 70
export DIE_AREA = 0 0 80 80

===== /design/flow/constraint.sdc =====
current_design decod4x16

set clk_period 1.0
set clk_io_pct 0.2

create_clock -name clk0 -period $clk_period

set non_clock_inputs [all_inputs -no_clocks]
set_input_delay [expr $clk_period * $clk_io_pct] -clock clk0 $non_clock_inputs
set_output_delay [expr $clk_period * $clk_io_pct] -clock clk0 [all_outputs]

==> metrics.yaml <==
worst_hold_path:
  timing.hold.worst.class: "primary input to output port"
  hp-start: "in[2]"
flow_run:
  max-cap-violations: 0
  tool_warnings: 34
drt:
  viasPerCell: 2.91
  routedWlPerCell_microns: 10.0
  route.vias.total: 311
  totalWireLength_mm: 1.07
  pre_antenna_drt_iters: 2
  antennaDiodeCount: 0
  antenna_left: 0
  detail_route.drc_violations: 0
  drtIter0Drc: 3
floorplan:
  dieHeight_microns: 80
  fp.coreArea_sq_um: 3420
  floorplan.initialDensity: 0.0352
  die_w_microns: 80
  die-area_sq_um: 6400
  row_count: 21
  io_pins: 21
power_and_ir_drop:
  leakage_power_nw: 0.256
  vdd_drop_max_mv: 0.0581
  p_per_area_nw_per_um2: 273
layout:
  layout.clock_buffers: 0
  flops: 0
  layout.area.comb_sq_um: 198
  finish.cell_count_without_fillers: 107
  fillers: 389
  drive_gt1_frac: 0.902
  area.sequential_sq_um: 0
  area.growth.synth_to_final_pct: 353
grt:
  grt_pass1_vias: 292
  globalRouteTotalUtil: 0.0300
  grt_max_degree: 5
  grt_total_ovfl: 0
  grt_first_pass_wirelength_mm: 1.56
  grt_antenna_before_repair: 0
timing:
  fin_crit_ns: 1.25
  fin_worst_hold_slack_ns: 0.768
  final_hold_viol_count: 0
  final-setup-viol-count: 16
  worst-slew-pin-transition_ns: 0.215
  fmaxAchievable_ghz: 0.801
  rsz0062_at_grt: "true"
  max_slew_margin: 0.856
  layout_worst_path_cycle_share: 1.25
  setup_ws_ns: -0.248
  maxSlewViolCount: 0
synth:
  synthesis.area_per_instance_sq_um: 5.22
  synth.yosys.warnings: 1
  netlist_area_sq_um: 120
  ys_cells: 23
  synth-seq-area-share: 0
  syn_inst: 23
  yosys-stat-area_sq_um: 120
  synth.distinct_cells: 9
worst_setup_path:
  timing.critical_path.slowest_stage_cell: "sky130_fd_sc_hd__or3b_4"
  slowest_delay_ns: 0.42
  crit_chain: "buf_8 > or3b_4 > buf_6 > nor3_2 > buf_2"
  required_time_of_the_critical_path_ns: 0.80
  cp_num_buf_inv: 3
  critPathArrivalTime_ns: 1.05
  cp.depth: 5
  critical_path_class: "primary input to output port"
  critPathLaunchType: "primary input"
  cp-startpoint: "in[2]"
  cp-endpoint: "out[0]"
  crit_end_element: "output port"
  cp_top_family: "simple AND/OR/NAND/NOR gates"
  path_max_fanout: 4
placement:
  placed_cells: 93
  io_buffers: 21
  dp_hpwl_microns: 814
  gpl.final_weighted_congestion: 0.742
status:
  status: "complete, but fails checks"
  failed_checks: "setup timing"
[through the flow]
step | utilization | total power [W] | setup slack (ns) | setup TNS, ns | area, sq um
detailed placement | 0.120 | 0.0000867 | -0.912 | -12.84 | 410
global route | 0.159 | 0.000160 | -0.268 | -2.10 | 544
finish | 0.159 | 0.000149 | -0.248 | -1.36 | 544
CTS | 0.149 | 0.000137 | -0.248 | -1.43 | 510
global placement | 0.120 | 0.0000860 | -0.906 | -12.79 | 410
floorplan | - | 0.0000218 | 0.118 | 0 | 120
[area by class of cell]
cell class,count,area share
repair buffers,38,0.531
multi-input cells,23,0.363
well taps,46,0.106
[kinds of logic after synthesis]
kind of cell,count (synthesis),share of synthesized area
and+or+nand+nor,23,1.00
[metal layers]
metal	global-route usage	vias to the layer above	part of all wire
li1	-	156	-
met1	0.0330	144	0.38
met2	0.0570	11	0.51
met3	0.0102	0	0.11
met4	0	0	0
met5	0	-	0
[layout by cell type, fill, tap and decap left out]
cell type,count
sky130_fd_sc_hd__buf_2,18
sky130_fd_sc_hd__buf_4,9
sky130_fd_sc_hd__buf_6,9
sky130_fd_sc_hd__buf_8,2
sky130_fd_sc_hd__nand2_1,1
sky130_fd_sc_hd__nand2b_4,2
sky130_fd_sc_hd__nand3_4,1
sky130_fd_sc_hd__nand3b_1,2
sky130_fd_sc_hd__nor2_1,3
sky130_fd_sc_hd__nor2_2,6
sky130_fd_sc_hd__nor2_4,3
sky130_fd_sc_hd__nor3_2,4
sky130_fd_sc_hd__or3b_4,1
[report_power, final]
| group | total, W | switching (W) | leakage, nW | internal, W |
|---|---|---|---|---|
| logic | 0.000149 | 0.0000622 | 0.256 | 0.0000865 |
| registers | 0 | 0 | 0 | 0 |
| clock network | 0 | 0 | 0 | 0 |
| total | 0.000149 | 0.0000622 | 0.256 | 0.0000865 |
[repair_timing]
action | CTS | global route
setup endpoints to repair | 16 | 15
pin swaps | 16 | 9
gates resized | 96 | 7
setup buffers | 14 | 1
hold buffers | 0 | 0
[how the worst min path moves through the flow]
stage | endpoint | slack (ns) | cells past startpoint
6_report | out[8] | 0.77 | 4
5_1_grt | out[9] | 0.79 | 4
4_1_cts | out[8] | 0.76 | 4
[Yosys cell counts (all sizes together)]
| master | count | area share |
|---|---|---|
| nor3 | 4 | 0.21 |
| or3b | 1 | 0.094 |
| nand2b | 2 | 0.10 |
| nand3b | 2 | 0.12 |
| nand3 | 1 | 0.042 |
| nand2 | 1 | 0.031 |
| nor2 | 12 | 0.40 |
No activity file was given, so power comes from the tool's default toggle rates.
