==> /design/flow/design.v <==
module nco_dither_lsfr (clk, rst, out);
parameter OUT_SIZE=2;
parameter LSFR_POLY='b11001001;
localparam LSFR_SIZE=$clog2(LSFR_POLY);
input clk;
input rst; 
output [OUT_SIZE-1:0] out;
reg [LSFR_SIZE-1:0] lsfr;
assign out = lsfr[LSFR_SIZE-1:LSFR_SIZE-OUT_SIZE];
wire lsfr_next;
assign lsfr_next = ^(lsfr & LSFR_POLY);
always @(posedge clk) begin
    if (rst) begin
	    lsfr <= 'b01;
	end
	else
	begin
		lsfr <= {lsfr[LSFR_SIZE-2:0], lsfr_next};
	end
end
endmodule
==> /design/flow/run.sh <==
#!/bin/bash
# OpenROAD 26Q1-2900-gdf79404cd8, Yosys 0.63+post, stock flow scripts
make -C /OpenROAD-flow-scripts/flow DESIGN_CONFIG=/design/flow/config.mk WORK_HOME=/design/flow/orfs finish
==> /design/flow/config.mk <==
export PLATFORM = sky130hd
export DESIGN_NAME = nco_dither_lsfr
export DESIGN_NICKNAME = nco_dither_lsfr
export VERILOG_FILES = /design/flow/design.v
export SDC_FILE = /design/flow/constraint.sdc
export NUM_CORES = 4
export LEC_CHECK = 1
export CORE_AREA = 10 10 70 70
export DIE_AREA = 0 0 80 80
==> /design/flow/constraint.sdc <==
current_design nco_dither_lsfr

set clk_period 1.2
set clk_io_pct 0.2

create_clock -name clk0 -period $clk_period [get_ports {clk}]

set non_clock_inputs [all_inputs -no_clocks]
set_input_delay [expr $clk_period * $clk_io_pct] -clock clk0 $non_clock_inputs
set_output_delay [expr $clk_period * $clk_io_pct] -clock clk0 [all_outputs]
==> out/qor.json <==
{
  "layout-area-overhead-vs-synth": {"value": 37.8, "unit": "%"},
  "synth.yosys.chip_area": {"value": 251, "unit": "µm²"},
  "route.detailed.wl_per_inst": {"value": 5.86, "unit": "µm"},
  "hold_crit_endpoint": {"value": "lsfr[5]$_SDFF_PP0_"},
  "worstHoldPathCells": {"value": 1},
  "max-slew-margin-rel": {"value": 82.5, "unit": "%"},
  "power_density": {"value": 1450, "unit": "nW/µm²"},
  "clock_tree_from_tritoncts": {"value": "yes"},
  "timing.final.crit_period": {"value": 1.07, "unit": "ns"},
  "ir_drop": {"value": 0.711, "unit": "mV"},
  "cp_slowest_cell": {"value": "sky130_fd_sc_hd__dfxtp_2"},
  "totalNegativeSetupSlack": {"value": 0, "unit": "ns"},
  "worst-r2r-setup-slack": {"value": 0.32, "unit": "ns"},
  "warnings": {"value": 25},
  "min_period_over_period": {"value": 88.9, "unit": "%"},
  "crit_path_start_kind": {"value": "flip-flop"},
  "yosys_cells": {"value": 21},
  "io-pin-count": {"value": 4},
  "max_freq": {"value": 0.937, "unit": "GHz"},
  "core_region_area": {"value": 3420, "unit": "µm²"},
  "design_area": {"value": 347, "unit": "µm²"},
  "worst_ep_required_time": {"value": 0.96, "unit": "ns"},
  "grt_pass1_wl": {"value": 703, "unit": "µm"},
  "cts_setup_buffers": {"value": 0},
  "routabilityCongestion": {"value": 0.670},
  "chipHeight": {"value": 80, "unit": "µm"},
  "largest_register": {"value": "lsfr"},
  "drive_gt1_share": {"value": 20.0, "unit": "%"},
  "grt_setup_unrepaired": {"value": "false"},
  "detail_route.first_pass.iterations": {"value": 1},
  "yosysTopAreaCellShare": {"value": 63.7, "unit": "%"},
  "antenna_found_initial": {"value": 0},
  "route.detailed.vias_per_inst": {"value": 1.85},
  "final.hold.worst_slack": {"value": 0.427, "unit": "ns"},
  "route.antenna.remaining_nets": {"value": 0},
  "cts_root_buf": {"value": "sky130_fd_sc_hd__clkbuf_4"},
  "synth.distinct_cells": {"value": 6},
  "crit_type": {"value": "flip-flop to output port"},
  "worst_hold_path_type": {"value": "flip-flop to flip-flop"},
  "clock.latency.late_pin": {"value": 0.25, "unit": "ns"},
  "grt_start_max_net_pins": {"value": 9},
  "critical_path.endpoint_type": {"value": "output port"},
  "leakage": {"value": 0.000133, "unit": "µW"},
  "fillCellCount": {"value": 400},
  "path_clk_slew": {"value": 0.05, "unit": "ns"},
  "cts_made_buffers": {"value": 3},
  "wirelength": {"value": 416, "unit": "µm"},
  "top_regs": {"value": "lsfr: 8 flops"},
  "cts_hold_bufs": {"value": 0},
  "synth.ff_latch_count": {"value": 8},
  "drt_iter0_drc": {"value": 0},
  "synth_area_per_cell": {"value": 12.0, "unit": "µm²"},
  "final-setup-viol-count": {"value": 0},
  "fp_util": {"value": 7.36, "unit": "%"},
  "r2r-start": {"value": "lsfr[0]$_SDFF_PP1_"},
  "list_of_cells_traversed_by_the_critical_path": {"value": "dlygate4sd2_1"},
  "worstReg2RegEnd": {"value": "lsfr[0]$_SDFF_PP1_"},
  "postCtsResizedCells": {"value": 4},
  "clock-sinks": {"value": 8},
  "ctsLongestPathBuffers": {"value": 2},
  "vias": {"value": 131},
  "detail_route.antenna_diodes": {"value": 0},
  "grt_overflow_total": {"value": 0},
  "cell_type_group_with_the_largest_total_delay_on_the_critical_path": {"value": "flip-flops"},
  "seq_area_frac_synth": {"value": 63.7, "unit": "%"},
  "gr-usage-all-layers": {"value": 1.46, "unit": "%"},
  "worst-endpoint-arrival": {"value": 0.83, "unit": "ns"},
  "chipArea": {"value": 6400, "unit": "µm²"},
  "worstRegToRegCells": {"value": 3},
  "slew_violations": {"value": 0},
  "skew": {"value": 0.00429, "unit": "ns"},
  "path_buffers": {"value": 1},
  "worstPathMaxFanout": {"value": 3},
  "yosys_warnings": {"value": 1},
  "run_status": {"value": "complete, no violations"},
  "dp_hpwl": {"value": 297, "unit": "µm"},
  "synth_area": {"value": 251, "unit": "µm²"},
  "hold_violations": {"value": 0},
  "floorplan.rows": {"value": 21},
  "hp-start": {"value": "lsfr[4]$_SDFF_PP0_"},
  "cts_htree_levels": {"value": 1},
  "tightestPinTransition": {"value": 0.261, "unit": "ns"},
  "placedInstanceArea": {"value": 324, "unit": "µm²"},
  "synthDominantAreaCellType": {"value": "sky130_fd_sc_hd__dfxtp_1"},
  "synthCells": {"value": 21},
  "max-cap-violations": {"value": 0},
  "io_buffers": {"value": 3},
  "largest_register_ff_count": {"value": 8},
  "drc": {"value": 0},
  "via_count_of_the_first_global_routing_pass": {"value": 158},
  "die_width": {"value": 80, "unit": "µm"},
  "top_cells_by_area": {"value": "sky130_fd_sc_hd__dfxtp_1 (64%), sky130_fd_sc_hd__nor2b_1 (17%), sky130_fd_sc_hd__xor2_1 (7.0%)"},
  "cpPeakStageDelay": {"value": 0.32, "unit": "ns"}
}
[stage by stage]
step                      utilization (%)  worst slack [ns]  cells  power [µW]
final                                10.1             0.133     71         503
after global routing                 10.1             0.103     71         530
after CTS                            10.1             0.118     71         510
after detailed placement             9.49            0.0997     68         312
after global placement               9.49             0.115     68         309
after floorplan                         -             0.409     21         301
[synthesized netlist by cell type]
cell type,n
sky130_fd_sc_hd__xor2_1,2
sky130_fd_sc_hd__nor2b_1,7
sky130_fd_sc_hd__buf_4,2
sky130_fd_sc_hd__xnor2_1,1
sky130_fd_sc_hd__nand2b_1,1
sky130_fd_sc_hd__dfxtp_1,8
[final cells by class]
class | count | area [µm²] | share of cell area (%)
clock buffer | 3 | 22.5 | 6.50
tap | 46 | 57.6 | 16.6
multi-input combinational | 11 | 76.3 | 22.0
sequential | 8 | 163 | 46.9
timing repair buffer | 3 | 27.5 | 7.94
[placed cells by master (no fill, tap or decap), drive strengths merged]
cell type and count:
dlygate4sd2 2, nor2b 7, dfxtp 8, xnor2 1
clkdlybuf4s50 1, xor2 2, clkbuf 3, nand2b 1
[power by group]
group | total [µW] | internal, µW | switching (µW)
clock network | 196 | 114 | 82.2
logic | 23.8 | 13.6 | 10.2
registers | 283 | 278 | 4.99
total | 503 | 405 | 97.4
[kinds of logic (layout without fill, tap and decap cells)]
family                 count (synthesis)  after routing  synth area share [%]
XOR/XNOR                               3              3                  10.4
buffers and inverters                  2              6                  5.97
flip-flops                             8              8                  63.7
AND/OR/NAND/NOR                        8              8                  19.9
[metal layers]
metal,track usage (%),routed length (µm),vias to the layer above
met5,0,0,-
met4,0,0,0
met3,1.36,48,0
met2,1.61,120,7
met1,2.08,247,55
li1,-,-,69
[worst max-delay path by stage]
stage | startpoint | end | slack (ns) | cells after the start
global route | lsfr[6]$_SDFF_PP0_ | out[0] | 0.10 | 1
finish | lsfr[6]$_SDFF_PP0_ | out[0] | 0.13 | 1
CTS | lsfr[6]$_SDFF_PP0_ | out[0] | 0.12 | 1
Power is estimated from default activity; no workload was simulated.
